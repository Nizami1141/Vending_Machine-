$ cat design.v
`timescale 1ns / 1ps
module vending_machine(clk, en, rst, nickel, dime, quarter, dispense, collect, amount, inserted, next_inserted);
    input rst, en;  
    input clk;
    input nickel, dime, quarter;  
    output dispense, collect;  
    reg dispense, collect;
    output [3:0] amount;  
    output [6:0] inserted;  
    output [6:0] next_inserted;  
    reg [3:0] amount;
    reg [6:0] inserted;
    reg [6:0] next_inserted;
    always @(posedge clk or posedge rst) begin
        if (rst) begin
            inserted <= 7'd0;
        end else begin
            inserted <= next_inserted;  
        end
    end
    always @(nickel or dime or quarter or en or rst or inserted) begin
        if (rst) begin
            next_inserted = 7'd0;
        end else if (en) begin
            next_inserted = inserted;  
            case (inserted)
                7'd0: begin
                    if (nickel) next_inserted = 7'd5;
                    if (dime) next_inserted = 7'd10;
                    if (quarter) next_inserted = 7'd25;
                end
                7'd5: begin
                    if (nickel) next_inserted = 7'd10;
                    if (dime) next_inserted = 7'd15;
                    if (quarter) next_inserted = 7'd30;
                end
                7'd10: begin
                    if (nickel) next_inserted = 7'd15;
                    if (dime) next_inserted = 7'd20;
                    if (quarter) next_inserted = 7'd35;
                end
                7'd15: begin
                    if (nickel) next_inserted = 7'd20;
                    if (dime) next_inserted = 7'd25;
                    if (quarter) next_inserted = 7'd40;
                end
                7'd20: begin
                    if (nickel) next_inserted = 7'd25;
                    if (dime) next_inserted = 7'd30;
                    if (quarter) next_inserted = 7'd45;
                end
                7'd25: begin
                    if (nickel) next_inserted = 7'd30;
                    if (dime) next_inserted = 7'd35;
                    if (quarter) next_inserted = 7'd50;
                end
                default: next_inserted = inserted;  
            endcase
        end else begin
            next_inserted = inserted;  
        end
    end
    always @(inserted or rst) begin
        if (rst) begin
            collect = 1'b0;
            dispense = 1'b0;
            amount = 4'd0;
        end else begin
            case (inserted)
                7'd30: begin
                    dispense = 1'b1;  
                    collect = 1'b0;
                    amount = 4'd6;
                end
                7'd35: begin
                    dispense = 1'b1;
                    collect = 1'b1;  
                    amount = 4'd7;
                end
                7'd40: begin
                    dispense = 1'b1;
                    collect = 1'b1;
                    amount = 4'd8;
                end
                7'd50: begin
                    dispense = 1'b1;
                    collect = 1'b1;
                    amount = 4'd10;  
                end
                default: begin
                    dispense = 1'b0;
                    collect = 1'b0;
                    amount = inserted / 5;  
                end
            endcase
        end
    end
endmodule
$ cat run.sh
#!/bin/bash
# OpenROAD 26Q1-2900-gdf79404cd8, Yosys 0.63+post, stock flow scripts
make -C /OpenROAD-flow-scripts/flow DESIGN_CONFIG=/design/flow/config.mk WORK_HOME=/design/flow/orfs finish
$ cat config.mk
export PLATFORM = sky130hd
export DESIGN_NAME = vending_machine
export DESIGN_NICKNAME = vending_machine
export VERILOG_FILES = /design/flow/design.v
export SDC_FILE = /design/flow/constraint.sdc
export NUM_CORES = 4
export LEC_CHECK = 1
export CORE_AREA = 10 10 101 101
export DIE_AREA = 0 0 111 111
$ cat constraint.sdc
current_design vending_machine

set clk_period 3.2
set clk_io_pct 0.2

create_clock -name clk0 -period $clk_period [get_ports {clk}]

set non_clock_inputs [all_inputs -no_clocks]
set_input_delay [expr $clk_period * $clk_io_pct] -clock clk0 $non_clock_inputs
set_output_delay [expr $clk_period * $clk_io_pct] -clock clk0 [all_outputs]
==> metrics.csv <==
stage,metric,value,unit
synthesis,synth_xor_xnor_area_share,1.59,%
drt,wl_per_cell,14.4,um
worst_hold_path,min_path_type,register to register,
critical_path,cp.arrival,2.90,ns
synthesis,synth_top_flop_cell,sky130_fd_sc_hd__dfrtp_1,
synthesis,synth_seq_share,10.6,%
synthesis,ys_seq_elements,7,
global_routing,grt_remaining_overflow,0,
synthesis,edf_count,0,
drt,vias,2275,
final_layout,layout_top_cells_excl_fill_tap,"sky130_fd_sc_hd__buf_4, sky130_fd_sc_hd__nor2_1, sky130_fd_sc_hd__clkdlybuf4s50_1, sky130_fd_sc_hd__nand2_1, sky130_fd_sc_hd__a21oi_1",
drt,diode_insertion_count_for_antenna_repair,0,
final_layout,syn2layout_area_growth,82.0,%
synthesis,muxShareOfSynthArea,1.82,%
synthesis,yosys_warnings,1,
final_layout,top_register,inserted,
final_layout,final_area,0.00300,mm2
clocking,cts.sinks,7,
power_and_ir_drop,power.static_leakage,0.00128,uW
power_and_ir_drop,vdd_ir_drop_max,0.352,mV
die,die_area,0.0123,mm2
final_layout,count_of_filler_cells_inserted_in_the_layout,763,
synthesis,netlist_instances,241,
die,chipHeight,111,um
die,initial_utilization,20.3,%
die,pin_count,26,
drt,first_iter_violations,150,
final_layout,layout-drive-gt1-share,48.2,%
power_and_ir_drop,final_total_power,1500,uW
final_layout,largest_reg_flops,7,
global_routing,grt_antenna_before_repair,0,
global_routing,grt.met3_usage,1.26,%
global_routing,grt_use_total,10.3,%
final_layout,number_of_cells_in_the_finished_layout_apart_from_fillers,458,
synthesis,avgSynthCellArea,6.84,um2
drt,remaining_drc_errors,0,
clocking,tritoncts_clock_tree,yes,
global_routing,grt_util_met1,14.6,%
global_routing,grt_pass1_vias,2248,
synthesis,async_s_r_ff_share_synth,100,%
clocking,clkSlewWorstSetupHoldPaths,0.04,ns
synthesis,ys_sh_simple,38.1,%
synthesis,cell_area_after_technology_mapping,0.00165,mm2
critical_path,end_kind,primary output,
timing,worst_clock_skew,0.00491,ns
critical_path,required_time_of_the_critical_path,2.56,ns
timing,setup_viol,5,
timing,min_period,3.54,ns
synthesis,yosysCellCount,241,
critical_path,cp_max_fo,4,
drt,detail_route.vias_per_cell,4.97,
job,maxCapViolCount,0,
timing,final-max-slew-violation-count,0,
synthesis,top_cell_area_share,10.6,%
drt,routed_wl,6.60,mm
timing,postLayoutSetupSlackWorst,-0.339,ns
worst_hold_path,holdCritStartpoint,inserted[5],
placement,place.port_buffers,25,
critical_path,r2r_worst_path_depth,15,
placement,instance_count_after_placement_with_tap_cells_included,422,
timing,post-route-period-util,111,%
global_routing,grt.busiest_layer,met2,
die,core-area,0.00813,mm2
timing,unrepaired_setup_endpoints_after_global_routing,yes,
synthesis,synth.lib_cells_used.distinct,68,
synthesis,most_area_consuming_cells_after_synthesis,"sky130_fd_sc_hd__dfrtp_1, sky130_fd_sc_hd__nor2_1, sky130_fd_sc_hd__a21oi_1",
drt,antenna_left,0,
timing,timing_hold_violations_final,0,
placement,dpl_worst_slack,-0.469,ns
final_layout,top_layout_cell,sky130_fd_sc_hd__buf_4,
global_routing,gr-usage-met2,16.7,%
timing,setup-tns-final,-0.686,ns
global_routing,grt_start_max_net_pins,22,
placement,dp_hpwl,4.79,mm
status,status,"finished, violations left",
job,stage_log_warnings,28,
critical_path,critical_path.reg2reg.startpoint,inserted[4],
placement,post_dp_cell_area,0.00249,mm2
critical_path,critPathKind,register to primary output,
critical_path,rr_endpoint,inserted[1],
clocking,ctsLongestPathBuffers,2,
clocking,hold_buffers,0,
timing,worst_tran_pin_value,0.578,ns
clocking,clk_root_buffer_cell,sky130_fd_sc_hd__clkbuf_8,
clocking,clk-insertion-delay-late,0.23,ns
synthesis,ys_chip_area,0.00165,mm2
clocking,cts_buffers,3,
synthesis,post_synth_main_logic_family,simple AND/OR/NAND/NOR gates,
synthesis,compound_gate_portion_of_the_synthesized_area,36.3,%
global_routing,grt_pass1_wl,11.2,mm
timing,max_clock_freq,283,MHz
synthesis,largest_area_cell,sky130_fd_sc_hd__dfrtp_1,
timing,relative_slew_slack,61.3,%
drt,dr.pass1.iters,4,
die,floorplan.rows,33,
critical_path,reg2reg_slack,0.51,ns
die,die-width,111,um
synthesis,fa_ha_area_share,2.28,%
power_and_ir_drop,power.density,500,mW/mm2
final_layout,biggestRegsByFlops,inserted: 7 flops,
clocking,clock_tree.htree_level_count,1,
placement,gpl.final_weighted_congestion,0.961,
status,violations,setup timing,
critical_path,setup.worst_path.start_class,register,
worst_hold_path,min_to,inserted[5],
worst_hold_path,hold-path-cell-count,3,
## logic make-up after synthesis
| group | after synthesis |
|---|---|
| xor gates and xnor gates | 3 |
| AOI/OAI and AO/OA | 82 |
| muxes | 3 |
| DFF | 7 |
| buffers and inverters | 31 |
| adders and majority gates | 3 |
| and+or+nand+nor | 112 |
## metal layers
metal / share of wire (%) / up-vias
met4: 0.85 / 0
met5: 0 / -
li1: - / 1137
met2: 47 / 50
met1: 47 / 1082
met3: 4.6 / 6
## synth_stat cells, drive strengths merged (3+ instances only)
cell type,count
nor3,11
a211oi,3
mux2i,3
nor2b,7
nor3b,3
a21oi,20
ha,3
nand2,17
a221oi,4
inv,12
nand2b,4
a2111oi,4
nand4,3
or3,3
dfrtp,7
nor2,36
a21o,3
nand3,12
o22ai,4
clkbuf,6
o21ai,14
a211o,3
buf,13
and2,3
a31oi,3
nor4b,3
## per-stage QoR
step,util (%),hold slack (ns)
floorplan,-,0.448
global placement,30.6,0.785
finish,36.9,0.806
detailed placement,30.6,0.793
CTS,34.8,0.815
global route,36.9,0.855
## worst max-delay path, stage by stage (launching register included)
cell and delay (ns):
sky130_fd_sc_hd__dfrtp_1 0.40, sky130_fd_sc_hd__nor2_4 0.13, sky130_fd_sc_hd__inv_2 0.06, sky130_fd_sc_hd__ha_4 0.26, sky130_fd_sc_hd__nand3b_4 0.14, sky130_fd_sc_hd__o22ai_2 0.08, sky130_fd_sc_hd__a221oi_2 0.31, sky130_fd_sc_hd__xnor2_1 0.15
sky130_fd_sc_hd__ha_2 0.21, sky130_fd_sc_hd__o221ai_2 0.18, sky130_fd_sc_hd__buf_4 0.14, sky130_fd_sc_hd__o2111ai_2 0.09, sky130_fd_sc_hd__xor2_1 0.17, sky130_fd_sc_hd__o2bb2ai_1 0.14, sky130_fd_sc_hd__a31oi_1 0.09, sky130_fd_sc_hd__buf_2 0.12
## how the worst max path moves through the flow
stage,from,slack (ns),to
CTS,inserted[5],-0.36,amount[0]
global route,inserted[5],-0.55,amount[0]
finish,inserted[5],-0.34,amount[0]
## timing repair
item | in CTS | in global routing
setup buffers | 26 | 8
setup endpoints to repair | 8 | 10
pin swaps | 28 | 21
resized | 52 | 36
## power by group
part / leakage, uW / internal, uW / switching, uW
clock network: 0.0000255 / 84.3 / 39.3
registers: 0.0000960 / 103 / 31.9
logic: 0.00116 / 671 / 572
## cell type report
type                    count  area (um2)  share of cell area [%]
multi-input cells         203        1560                    52.0
inverters                  12        45.0                    1.50
flip-flops and latches      7         175                    5.84
clock inverters             1        5.00                   0.167
well taps                 105         131                    4.38
clock buffers               3        41.3                    1.38
repair buffers            127        1040                    34.7
Power is estimated from default activity; no workload was simulated.
